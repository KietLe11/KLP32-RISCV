File: design.v
module control (instr, BrLT, BrEq, RegWEn, ImmSel, ALUsrc1,
                ALUsrc2, AluSEL, BrUn, MemRw, LoadStoreMode, WBSel, PCSel);
    parameter integer n = 32;
    input [n-1:0] instr;
    input BrEq, BrLT;
    output [2:0] LoadStoreMode;
    output RegWEn, ALUsrc1, ALUsrc2, BrUn, MemRw, PCSel;
    output [2:0] ImmSel;
    output [3:0] AluSEL;
    output [1:0] WBSel;
    reg [6:0] opcode;
    reg [2:0] funct3;
    reg branch_pcSel;
    reg [13:0] controls;
    reg [3:0] alucontrol;
    assign {AluSEL} = alucontrol;
    assign {RegWEn, ImmSel, ALUsrc1, ALUsrc2, BrUn, MemRw, LoadStoreMode, WBSel, PCSel} = controls;
    always @(*) begin
        funct3 = instr[14:12];
        opcode = instr[6:0];
        case (opcode)
            7'b0110011 : begin
                controls = 14'b1_xxx_0_0_x_0_xxx_01_0;  
                alucontrol = {instr[30],instr[14:12]};
            end
            7'b0010011 : begin  
                case (funct3)
                    3'b101 : begin
                        controls = 14'b1_111_0_1_x_0_xxx_01_0;
                        alucontrol = {instr[30],instr[14:12]};
                    end
                    default : begin
                        controls = 14'b1_000_0_1_x_0_xxx_01_0;
                        alucontrol = {1'b0,instr[14:12]};
                    end
                endcase
            end
            7'b0100011 : begin  
                controls = {1'b0, 3'b001, 1'b0, 1'b1 ,1'bx, 1'b1, funct3, 2'b01, 1'b0};
                alucontrol = 4'b0000;
            end
            7'b1100011 : begin
                alucontrol = 4'b0000;
                controls = 14'b0_010_1_1_x_0_xxx_01_x;
            end
            7'b0000011 : begin  
                controls = {1'b1, 3'b000, 1'b0, 1'b1 ,1'bx, 1'b0, funct3, 2'b00, 1'b0};
                alucontrol = 4'b0000;
            end
            7'b1101111 : begin
                controls = 14'b1_100_1_1_x_0_xxx_10_1;  
                alucontrol = 4'b0000;
            end
            7'b1100111 : begin
                controls = 14'b1_000_0_1_x_0_xxx_10_1;  
                alucontrol = 4'b0000;
            end
            7'b0110111 : begin
                controls = 14'b1_101_0_1_x_0_xxx_01_0;  
                alucontrol = 4'b1111;
            end
            7'b0010111 : begin
                controls = 14'b1_101_1_1_x_0_xxx_01_0;  
                alucontrol = 4'b0000;
            end
            default: begin
                controls = 14'b0_000_0_1_x_0_xxx_01_0;
                alucontrol = 4'b0000;
            end
        endcase
    end
endmodule
module registers32 (clk, read_addr1, read_addr2, write_addr, write_data, write_enable, read_data1, read_data2);
    parameter integer n = 32;
    input clk;
    input [4:0] read_addr1, read_addr2, write_addr;
    input [n-1:0] write_data;
    input write_enable;
    output [n-1:0] read_data1;
    output [n-1:0] read_data2;
    reg [31:0] gpr [0:n-1];  
    integer i;
    initial begin
        for (i = 0; i < n; i = i + 1) begin
            gpr[i] = 32'b0;  
        end
    end
    assign read_data1 = gpr[read_addr1];
    assign read_data2 = gpr[read_addr2];
    always @(posedge clk) begin
        if (write_enable & write_addr != 5'd0) begin
            gpr[write_addr] <= write_data;
        end
    end
endmodule
module decode (
    input clk,
    input logic [31:0] i_inst,
    input logic [31:0] i_pc,
    input logic [31:0] i_pc_inc,
    input logic i_reg_wr_en,
    input logic [4:0] i_write_addr,
    input logic [31:0] i_writeback,
    output logic [31:0] o_decode_inst,
    output logic [31:0] o_decode_pc,
    output logic [31:0] o_decode_pc_inc,
    output logic [31:0] o_decode_data_1,
    output logic [31:0] o_decode_data_2,
    output logic [24:0] o_decode_immediate,
    output logic [2:0] o_decode_load_store_mode,
    output logic o_decode_reg_wr_en,
    output logic o_decode_alu_src_1_sel,
    output logic o_decode_alu_src_2_sel,
    output logic o_decode_br_u,
    output logic o_decode_mem_rw,
    output logic o_decode_pc_sel,
    output logic [2:0] o_decode_imm_sel,
    output logic [3:0] o_decode_alu_sel,
    output logic [1:0] o_decode_wb_sel
);
    logic reg_wr_en,
            alu_src_1_sel,
            alu_src_2_sel,
            br_u,    
            br_lt,   
            br_eq,   
            mem_rw,
            pc_sel;
    logic [2:0] load_store_mode;
    logic [2:0] imm_sel;
    logic [3:0] alu_sel;
    logic [1:0] wb_sel;
    logic [4:0] reg_addr_1, reg_addr_2;
    logic [24:0] immediate;
    assign reg_addr_1 = i_inst[19:15];
    assign reg_addr_2 = i_inst[24:20];
    assign immediate = i_inst[31:7];
    control controller(.instr(i_inst),
                       .BrEq(br_eq),
                       .BrLT(br_lt),
                       .BrUn(br_u),
                       .RegWEn(reg_wr_en),
                       .ImmSel(imm_sel),
                       .ALUsrc1(alu_src_1_sel),
                       .ALUsrc2(alu_src_2_sel),
                       .AluSEL(alu_sel),
                       .MemRw(mem_rw),
                       .LoadStoreMode(load_store_mode),
                       .WBSel(wb_sel),
                       .PCSel(pc_sel)
                       );
    logic [31:0] reg_data_1, reg_data_2;
    registers32 regFile(.clk(clk),
                        .read_addr1(reg_addr_1),
                        .read_addr2(reg_addr_2),
                        .write_addr(i_write_addr),
                        .write_data(i_writeback),
                        .write_enable(i_reg_wr_en),
                        .read_data1(reg_data_1),
                        .read_data2(reg_data_2)
                        );
    always_comb begin
        o_decode_inst               = i_inst;
        o_decode_pc                 = i_pc;
        o_decode_pc_inc             = i_pc_inc;
        o_decode_data_1             = reg_data_1;
        o_decode_data_2             = reg_data_2;
        o_decode_immediate          = immediate;
        o_decode_load_store_mode    = load_store_mode;
        o_decode_reg_wr_en          = reg_wr_en;
        o_decode_alu_src_1_sel      = alu_src_1_sel;
        o_decode_alu_src_2_sel      = alu_src_2_sel;
        o_decode_br_u               = br_u;
        o_decode_mem_rw             = mem_rw;
        o_decode_pc_sel             = pc_sel;
        o_decode_imm_sel            = imm_sel;
        o_decode_alu_sel            = alu_sel;
        o_decode_wb_sel             = wb_sel;
    end
endmodule
File: run.sh
#!/bin/bash
# OpenROAD 26Q1-2900-gdf79404cd8, Yosys 0.63+post, stock flow scripts
make -C /OpenROAD-flow-scripts/flow DESIGN_CONFIG=/design/flow/config.mk WORK_HOME=/design/flow/orfs finish
File: config.mk
export PLATFORM = sky130hd
export DESIGN_NAME = decode
export DESIGN_NICKNAME = decode
export VERILOG_FILES = /design/flow/design.v
export SDC_FILE = /design/flow/constraint.sdc
export NUM_CORES = 4
export LEC_CHECK = 1
export CORE_UTILIZATION = 40
File: constraint.sdc
current_design decode

set clk_period 9.7
set clk_io_pct 0.2

create_clock -name clk0 -period $clk_period [get_ports {clk}]

set non_clock_inputs [all_inputs -no_clocks]
set_input_delay [expr $clk_period * $clk_io_pct] -clock clk0 $non_clock_inputs
set_output_delay [expr $clk_period * $clk_io_pct] -clock clk0 [all_outputs]
==> insert_results.sql <==
-- physical implementation figures
INSERT INTO impl_metrics (metric_group, metric, value, unit) VALUES
('clock_network', 'ctsHoldBuffers', '0', ''),
('timing', 'final_hold_viol_count', '0', ''),
('routing', 'antenna_violating_nets_post_route', '0', ''),
('setup_path', 'setup.worst_path.start', 'i_inst[17]', ''),
('floorplan', 'die_area', '126000', 'sq um'),
('setup_path', 'crit_path_end_kind', 'output port', ''),
('grt', 'grt_pass1_vias', '32300', ''),
('floorplan', 'dieHeight', '356', 'um'),
('timing', 'timing.final.crit_share', '75.5', '%'),
('cells_and_area', 'largest_register', 'regFile.gpr', ''),
('floorplan', 'floorplan.core_util', '40.4', '%'),
('power_and_ir_drop', 'ir_drop', '0.163', 'mV'),
('routing', 'drc', '0', ''),
('setup_path', 'path_cells', 'clkdlybuf4s50_1 -> and2_4 -> buf_4 -> a22o_1 -> nor3_1 -> a31oi_1 -> nand3_1 -> clkdlybuf4s50_1', ''),
('clock_network', 'tritoncts', 'built', ''),
('logic_synthesis', 'enable_flop_cells', '1024', ''),
('min_path', 'min_from', 'i_writeback[26]', ''),
('grt', 'track_usage', '26.2', '%'),
('flow_run', 'tool_warnings', '26', ''),
('cells_and_area', 'finish.utilization', '45.3', '%'),
('cells_and_area', 'largest_register_ffs', '1024', ''),
('setup_path', 'crit_top_cell', 'sky130_fd_sc_hd__clkdlybuf4s50_1', ''),
('logic_synthesis', 'post_synthesis_sequential_element_count', '1024', ''),
('setup_path', 'cpPeakStageDelay', '710', 'ps'),
('logic_synthesis', 'synth_async_sr_flop_share', '0', '%'),
('timing', 'relSlewSlack', '43.9', '%'),
('placed_design', 'portBuffers', '175', ''),
('timing', 'rsz_0062_raised_after_global_routing', 'no', ''),
('routing', 'via_total_after_detailed_routing', '31600', ''),
('logic_synthesis', 'synth_largest_type_area_fraction', '61.5', '%'),
('logic_synthesis', 'avgSynthCellArea', '14.0', 'sq um'),
('logic_synthesis', 'yosysWarningCount', '3', ''),
('timing', 'final_setup_violation_count', '0', ''),
('floorplan', 'placement_rows', '129', ''),
('power_and_ir_drop', 'total_power', '0.00981', 'W'),
('routing', 'wire_per_inst', '29.1', 'um'),
('setup_path', 'critical_path.n_buffers_inverters', '3', ''),
('clock_network', 'cts_inserted_buffers', '106', ''),
('power_and_ir_drop', 'power_per_cell_area', '175', 'nW/um^2'),
('logic_synthesis', 'mappedNetlistArea', '50000', 'sq um'),
('routing', 'drt_first_iter_violations', '2228', ''),
('setup_path', 'worst-setup-path-type', 'input port to output port', ''),
('floorplan', 'floorplan.io_pins', '338', ''),
('cells_and_area', 'final_common_cell', 'sky130_fd_sc_hd__mux2i_1', ''),
('floorplan', 'chipWidth', '356', 'um'),
('clock_network', 'cts-root-to-sink-buffers', '3', ''),
('logic_synthesis', 'yosys.area.top_type', 'sky130_fd_sc_hd__edfxtp_1', ''),
('logic_synthesis', 'yosys_cells', '3567', ''),
('clock_network', 'numClockSinks', '1024', ''),
('clock_network', 'htreeDepth', '3', ''),
('grt', 'grt_start_max_net_pins', '90', ''),
('placed_design', 'detailed_place_hpwl', '85.9', 'mm'),
('cells_and_area', 'post_route_cells_drive_above_1_share', '8.55', '%'),
('status', 'outcome', 'completed', ''),
('placed_design', 'gp_congestion', '0.893', ''),
('routing', 'detailedRoute.firstPassIterationCount', '24', ''),
('clock_network', 'worst_setup_hold_path_clk_slew', '60', 'ps'),
('routing', 'routed_via_density', '5.91', ''),
('timing', 'fmaxAchievable', '137', 'MHz'),
('grt', 'grt_antenna_before_repair', '4', ''),
('routing', 'drt-total-wl', '155', 'mm'),
('setup_path', 'crit_slowest_cell', 'sky130_fd_sc_hd__clkdlybuf4s50_1', ''),
('timing', 'timing.setup.tns', '0', 'ps'),
('cells_and_area', 'area_growth_synth_to_finish', '12.2', '%'),
('timing', 'tightest_slew', '839', 'ps'),
('setup_path', 'critPathTopFamily', 'buffers and inverters', ''),
('cells_and_area', 'most_frequent_cells_in_the_layout', '1025 x sky130_fd_sc_hd__mux2i_1, 1024 x sky130_fd_sc_hd__edfxtp_1, 214 x sky130_fd_sc_hd__nand2_1', ''),
('power_and_ir_drop', 'cellLeakagePower', '20.6', 'nW'),
('flow_run', 'max-cap-violations', '0', ''),
('placed_design', 'place_ws', '2470', 'ps'),
('timing', 'drv_slew', '0', '');
power by group:
| group | switching [W] | internal (W) |
|---|---|---|
| clock | 0.00168 | 0.00222 |
| combinational | 0.000577 | 0.000364 |
| sequential | 0.0000249 | 0.00493 |
cell families (layout without fill, tap and decap cells):
kind of cell | Yosys count | in the layout | share of synthesized area [%]
AND-OR/OR-AND | 584 | 584 | 7.94
buffers and inverters | 382 | 492 | 5.03
flip-flops | 1024 | 1024 | 61.5
multiplexers | 1025 | 1025 | 20.5
other | 1 | 34 | 0.00750
AND/OR/NAND/NOR | 551 | 551 | 5.02
cell usage after synthesis, types with 2 or more instances:
library cell / count
sky130_fd_sc_hd__mux2i_1: 1025
sky130_fd_sc_hd__edfxtp_1: 1024
sky130_fd_sc_hd__nand2_1: 216
sky130_fd_sc_hd__nand3_1: 195
sky130_fd_sc_hd__a21oi_1: 194
sky130_fd_sc_hd__a22oi_1: 193
sky130_fd_sc_hd__buf_4: 172
sky130_fd_sc_hd__a22o_1: 128
sky130_fd_sc_hd__nor3_1: 75
sky130_fd_sc_hd__clkbuf_1: 74
sky130_fd_sc_hd__buf_2: 65
sky130_fd_sc_hd__a31oi_1: 64
sky130_fd_sc_hd__buf_6: 45
sky130_fd_sc_hd__nor2_1: 28
sky130_fd_sc_hd__buf_1: 20
sky130_fd_sc_hd__nand2b_1: 8
sky130_fd_sc_hd__nor2b_1: 7
sky130_fd_sc_hd__and2_1: 6
sky130_fd_sc_hd__clkbuf_4: 4
sky130_fd_sc_hd__nand4_1: 3
sky130_fd_sc_hd__o21ai_0: 3
sky130_fd_sc_hd__and3_1: 2
sky130_fd_sc_hd__inv_1: 2
sky130_fd_sc_hd__nand3b_1: 2
sky130_fd_sc_hd__or2_2: 2
sky130_fd_sc_hd__or3_1: 2
through the flow:
stage	cells	cell area, sq um	hold WS (ps)
6_report	5347	56100	2050
5_1_grt	5347	56100	2060
3_3_place_gp	5158	52800	2760
2_1_floorplan	3599	50100	2040
4_1_cts	5346	56100	2020
3_5_place_dp	5158	52800	2770
layer usage:
layer / share of wire (%) / vias to the layer above / track usage, %
li1: - / 13900 / -
met3: 14 / 277 / 14.9
met5: 0.084 / - / 0.642
met1: 35 / 15600 / 32.9
met4: 2.9 / 6 / 6.53
met2: 48 / 1769 / 40.2
final cells by class:
type	instances	area, sq um
Antenna cell	1	2.50
Clock buffer	137	2810
Clock inverter	51	453
Fill cell	10700	67700
Inverter	2	7.51
Multi-Input combinational cell	2193	17100
Sequential cell	1024	30700
Tap cell	1637	2050
Timing Repair Buffer	302	2880
final timing paths:
| path | endpoint | cells past startpoint |
|---|---|---|
| worst max-delay path | o_decode_data_1[20] | 8 |
| worst min-delay path | regFile.gpr[19][26] | 2 |
Power figures rest on the tool's default switching activity, not on a simulated workload.
