## /design/flow/config.mk

```make
export PLATFORM = sky130hd
export DESIGN_NAME = execute
export DESIGN_NICKNAME = execute
export VERILOG_FILES = /design/flow/design.v
export SDC_FILE = /design/flow/constraint.sdc
export NUM_CORES = 4
export LEC_CHECK = 1
export CORE_UTILIZATION = 30
```

## /design/flow/constraint.sdc

```tcl
current_design execute

set clk_period 1.3
set clk_io_pct 0.2

create_clock -name clk0 -period $clk_period

set non_clock_inputs [all_inputs -no_clocks]
set_input_delay [expr $clk_period * $clk_io_pct] -clock clk0 $non_clock_inputs
set_output_delay [expr $clk_period * $clk_io_pct] -clock clk0 [all_outputs]
```

## /design/flow/design.v

```verilog
module adder32 (X, Y, result, overflow);
    parameter integer n = 32;
    input signed [n-1:0] X, Y;
    output signed [n-1:0] result;
    output overflow;
    assign result = X + Y;
    assign overflow = (X[n-1] == Y[n-1]) && (X[n-1] != result[n-1]);
endmodule
module and32(X, Y, result);
    parameter integer n = 32;
    input [n-1:0] X, Y;
    output [n-1:0] result;
    assign result = X & Y;
endmodule
module or32(X, Y, result);
    parameter integer n = 32;
    input [n-1:0] X, Y;
    output [n-1:0] result;
    assign result = X | Y;
endmodule
module sll32 (X, shift, result);
    parameter integer n = 32;
    input [n-1:0] X;
    input [n-1:0] shift;
    output wire [n-1:0] result;
    assign result = X << shift;
endmodule
module slt (X, Y, result);
    parameter integer n = 32;
    input [n-1:0] X, Y;
    output reg [n-1:0] result;
    reg resultReg;
    always @(*) begin
        if (X[n-1] != Y[n-1]) begin
            result <= X[n-1];
        end else begin
            result <= X < Y;
        end
    end
endmodule
module slt_u (X, Y, result);
    parameter integer n = 32;
    input [n-1:0] X, Y;
    output wire [n-1:0] result;
    assign result = X < Y;
endmodule
module sra32(X, shift, result);
    parameter integer n = 32;
    input signed [n-1:0] X, shift;
    output signed [n-1:0] result;
    assign result = X >>> shift;
endmodule
module srl32(X, shift, result);
    parameter integer n = 32;
    input [n-1:0] X;
    input [n-1:0] shift;
    output [n-1:0] result;
    assign result = X >> shift;
endmodule
module subtract32 (X, Y, result, overflow);
    parameter integer n = 32;
    input [n-1:0] X, Y;
    output [n-1:0] result;
    output overflow;
    assign result = X - Y;
    assign overflow = (X[31] == 0 && Y[31] == 1 && result[31] == 1)   
                    | (X[31] == 1 && Y[31] == 0 && result[31] == 0);  
endmodule
module xor32 (X, Y, result);
    parameter integer n = 32;
    input [n-1:0] X, Y;
    output wire [n-1:0] result;
    assign result = X ^ Y;
endmodule
module alu32 (X, Y, select, result);
    parameter integer n = 32;
    input [n-1:0] X, Y;
    input [3:0] select;
    output reg [n-1:0] result;
    wire [n-1:0] adderResult;
    wire adderOverflow;
    adder32 adder_func(.X(X), .Y(Y), .result(adderResult), .overflow(overflow));
    wire [n-1:0] andResult;
    and32 and_func(.X(X), .Y(Y), .result(andResult));
    wire [n-1:0] orResult;
    or32 or_func(.X(X), .Y(Y), .result(orResult));
    wire [n-1:0] sllResult;
    sll32 sll_func(.X(X), .shift(Y), .result(sllResult));
    wire [n-1:0] sltUResult;
    slt_u sltU_func(.X(X), .Y(Y), .result(sltUResult));
    wire [n-1:0] sltResult;
    slt slt_func(.X(X), .Y(Y), .result(sltResult));
    wire [n-1:0] sraResult;
    sra32 sra_func(.X(X), .shift(Y), .result(sraResult));
    wire [n-1:0] srlResult;
    srl32 srl_func(.X(X), .shift(Y), .result(srlResult));
    wire [n-1:0] subtractResult;
    wire subOverflow;
    subtract32 subtract_func(.X(X), .Y(Y), .result(subtractResult), .overflow(subOverflow));
    wire [n-1:0] xorResult;
    xor32 xor_func(.X(X), .Y(Y), .result(xorResult));
    wire [n-1:0] yPassthrough = Y;
    always @(*) begin
        case (select)
            4'b0000: result = adderResult;
            4'b1000: result = subtractResult;
            4'b0001: result = sllResult;
            4'b0010: result = sltResult;
            4'b0011: result = sltUResult;
            4'b0100: result = xorResult;
            4'b0101: result = srlResult;
            4'b1101: result = sraResult;
            4'b0110: result = orResult;
            4'b0111: result = andResult;
            4'b1111: result = yPassthrough;
        endcase
    end
endmodule
module branch_comp(data1, data2, BrUn, BrEq, BrLT);
    parameter integer n = 32;
    input logic [n-1:0] data1, data2;
    input logic BrUn;
    output logic BrEq, BrLT;
    logic [n-1:0] slt_u_out, slt_out;
    slt slt_Signed(.X(data1), .Y(data2), .result(slt_out));
    slt_u slt_Unsigned(.X(data1), .Y(data2), .result(slt_u_out));
    assign BrEq = (data1 == data2);
    assign BrLT = (BrUn) ? slt_u_out[0] : slt_out[0];
endmodule
module immgen(instr, imm_sel, imm_extended);
    parameter k = 3;
    parameter integer n = 32;
    input [31:7] instr;
    input [k-1:0] imm_sel;
    output  [31:0] imm_extended;
    reg [31:0] imm_extend = 32'bx;
    always @(imm_sel, instr) begin
        case (imm_sel)
            3'b000: imm_extend = {{21{instr[31]}}, instr[30:20]};
            3'b111: imm_extend = {27'b0, instr[24:20]};
            3'b001: imm_extend = {{21{instr[31]}}, instr[30:25], instr[11:7]};
            3'b010:  imm_extend = {{20{instr[31]}}, instr[31], instr[7], instr[30:25], instr[11:8]};
            3'b011:  imm_extend = {instr[31], instr[30:20], instr[19:12], 12'b0};
            3'b100:  imm_extend = {{12{instr[31]}},
                                    instr[31],
                                    instr[19:12],
                                    instr[20],
                                    instr[30:21]};
            3'b101:  imm_extend = {{instr[31:12]}, 12'b0};
            default:  imm_extend = 32'bx;
        endcase
    end
    assign imm_extended = imm_extend;
endmodule
module alu_input_mux_A(pc_in, data1, A_select, out);
    parameter integer n = 32;
    input wire [n-1:0] pc_in, data1;
    input wire A_select;
    output wire [n-1:0] out;
    assign out = (A_select == 0) ? data1 : pc_in;
endmodule
module alu_input_mux_B(data2, immGenData, B_select, out);
    parameter integer n = 32;
    input wire [n-1:0] data2, immGenData;
    input wire B_select;
    output wire [n-1:0] out;
    assign out = (B_select == 0) ? data2 : immGenData;
endmodule
module execute (
    input logic [31:0] i_inst,
    input logic [31:0] i_pc,
    input logic [31:0] i_pc_inc,
    input logic [31:0] i_data_1,
    input logic [31:0] i_data_2,
    input logic [24:0] i_immediate,
    input logic [2:0] i_imm_sel,
    input logic [2:0] i_load_store_mode,
    input logic i_reg_wr_en,
    input logic i_alu_src_1_sel,
    input logic i_alu_src_2_sel,
    input logic i_br_u,
    input logic i_mem_rw,
    input logic i_pc_sel,
    input logic [3:0] i_alu_sel,
    input logic [1:0] i_wb_sel,
    output logic [31:0] o_execute_inst,
    output logic [31:0] o_execute_alu_result,
    output logic [31:0] o_execute_data_2,
    output logic o_execute_mem_rw,
    output logic [2:0] o_execute_load_store_mode,
    output logic [1:0] o_execute_wb_sel,
    output logic o_execute_pc_sel,
    output logic [31:0] o_execute_pc,
    output logic [31:0] o_execute_pc_inc,
    output logic o_execute_reg_wr_en
);
    logic branch_equal, branch_less_than;
    branch_comp branchComp(.data1(i_data_1),
                           .data2(i_data_1),
                           .BrUn(i_br_u),
                           .BrEq(branch_equal),
                           .BrLT(branch_less_than));
    logic [31:0] imm_gen_ext;
    immgen immGen(.instr(i_immediate), .imm_sel(i_imm_sel), .imm_extended(imm_gen_ext));
    logic [31:0] alu_in_A, alu_in_B;
    logic [31:0] alu_result;
    alu_input_mux_A aluInMuxA(.pc_in(i_pc),
                                .data1(i_data_1),
                                .A_select(i_alu_src_1_sel),
                                .out(alu_in_A));
    alu_input_mux_B aluInMuxB(.data2(i_data_2),
                                .immGenData(imm_gen_ext),
                                .B_select(i_alu_src_2_sel),
                                .out(alu_in_B));
    alu32 alu(.X(alu_in_A),
              .Y(alu_in_B),
              .select(i_alu_sel),
              .result(alu_result));
    logic [6:0] opcode;
    logic [2:0] funct3;
    logic branch_pc_sel;
    always_comb begin
        funct3 = i_inst[14:12];
        opcode = i_inst[6:0];
        case(funct3)
            3'b000:  
                branch_pc_sel = branch_equal;
            3'b001:  
                branch_pc_sel = !branch_equal;
            3'b100:  
                branch_pc_sel = branch_less_than;
            3'b101:  
                branch_pc_sel = !branch_less_than;
            3'b110:  
                branch_pc_sel = branch_less_than;
            3'b111:  
                branch_pc_sel = !branch_less_than;
            default:
                branch_pc_sel = 1'b0;
        endcase
    end
    logic execute_pc_sel;
    assign execute_pc_sel = (opcode == 7'b1100011) ? branch_pc_sel : i_pc_sel;
    always_comb begin
        o_execute_alu_result        = alu_result;
        o_execute_inst              = i_inst;
        o_execute_data_2            = i_data_2;
        o_execute_load_store_mode   = i_load_store_mode;
        o_execute_mem_rw            = i_mem_rw;
        o_execute_pc                = i_pc;
        o_execute_pc_sel            = execute_pc_sel;
        o_execute_pc_inc            = i_pc_inc;
        o_execute_reg_wr_en         = i_reg_wr_en;
        o_execute_wb_sel            = i_wb_sel;
    end
endmodule
```

## /design/flow/run.sh

```bash
#!/bin/bash
# OpenROAD 26Q1-2900-gdf79404cd8, Yosys 0.63+post, stock flow scripts
make -C /OpenROAD-flow-scripts/flow DESIGN_CONFIG=/design/flow/config.mk WORK_HOME=/design/flow/orfs finish
```

==> impl.org <==
#+TITLE: Synthesis and PnR summary

** Place
- Per the placement log, port buffering inserted 248 buffers.
- Placed Instance Area :: 0.0151 mm2
- The congestion estimate from routability-driven global placement came to 1.04.
- Post-DP HPWL :: 61500 um
- The number of placed instances, taps included, is 2555.

** Yosys
- The synthesis log from Yosys contains 5 warnings.
- In this run, synthesis inferred 0 flip-flops with an integrated enable.
- The main area contributors are sky130_fd_sc_hd__ha_1, sky130_fd_sc_hd__buf_4, sky130_fd_sc_hd__a21oi_1.
- Fraction of post-synthesis cell area in the top cell type by area :: 0.0934
- Registers, synthesis :: 32
- Number of library cell types mapped by synthesis :: 98
- Synthesized cell area :: 0.0129 mm2
- Share of flip-flops with an asynchronous set or reset after synthesis :: 0
- Post-synthesis cell count :: 1952
- Cell taking the most area after synthesis :: sky130_fd_sc_hd__ha_1
- Yosys chip area :: 0.0129 mm2
- Dominant register cell in the synthesized netlist :: sky130_fd_sc_hd__dlxtn_1
- Cell count listed in synth_stat.txt :: 1952
- The average instance in the mapped netlist occupies 6.59 um2.

** STA
- Hold-check failures listed in the final report amount to 0.
- Normalized max-slew margin :: 0.225
- Fmax :: 775 MHz
- Slew at the pin with the worst max-slew slack :: 1.13 ns
- Final hold analysis gives a worst-case slack of 0.520 ns.
- Post-Route Setup TNS :: 0 ns
- Post-route period utilization is reported as 0.993.
- Number of max-slew violations in the final report :: 0
- The end-of-flow timing check tallies setup violations at 0.
- Count of unclocked register or latch pins :: 32
- Setup repair after global routing missed its margin :: yes
- 64 endpoints have no timing constraint.
- The worst path in the final design needs a cycle of 1.29 ns, including I/O delays and setup.

** Power
- Total leakage power :: 6.22 nW
- In this run the VDD rail shows a maximum IR drop of 264 uV.
- The design draws 9.77 mW.
- Total power normalized to cell area comes to 648 mW/mm2.

** Job
- In this run the tools logged warnings totalling 99.
- Total of max-cap violations :: 0

** Floorplan
- 371 I/O pins were placed.
- Die H :: 209 um
- The floorplan has 75 rows.
- The die is 209 um wide.
- The total area inside the core boundary comes to 0.0421 mm2.
- Total Die Area :: 0.0437 mm2
- Init Core Util :: 0.305

** Routing
- WL/cell :: 30.3 um
- Drt first-iter violations :: 2005
- Via total after detailed routing :: 16.2k
- The final layout contains routed wiring with a total length of 77500 um.
- The count of nets left with antenna violations once routing finished came out at 0.
- Number of search-and-repair iterations in the first detailed-routing pass :: 5
- For this run, design rule violations remaining after detail routing come to 0.
- The script logs the ratio of routed vias to standard cells as 6.33.

** Clock network
- The report puts the hold buffer count at CTS at 0.
- Post-CTS setup repair buffer count :: 0

** Min path
- Type of the most critical hold path :: primary input to output port
- In this run the most critical hold path is launched from i_inst[10].
- In the hold timing report, the worst path depth is 0.
- Hold analysis lists the worst path endpoint as o_execute_inst[10].

** Cells and area
- Compared with the post-synthesis result, the final layout area differs by 17.2%.
- Logic cell area :: 0.0104 mm2
- The register with the most flip-flops in the layout has 32 of them.
- After routing the design area is 0.0151 mm2.
- The largest registers in the layout are alu.result: 32 flops.
- Of the cells placed in the final design, the portion with a size suffix greater than 1 is 0.104.
- The layout report lists the combined flip-flop and latch area as 480 um2.
- Largest Register :: alu.result
- The count of cells in the finished layout, fillers not included, comes to 2556.
- Per the layout report, the design carries 4584 filler cells.

** Global route
- Number of antenna violations at the first check in global routing :: 5
- Entering global routing, the biggest net connects 73 pins.
- The via count of the first global-routing pass was 15.1k.
- Total routing resource utilization after global routing :: 0.350
- The total overflow left after global routing is 0.
- Global-route wire length before repair :: 109000 um

** Outcome
- Status :: finished clean

** Critical path
- Arrival time worst endpoint :: 1.03 ns
- STA classifies the critical path endpoint as an output port.
- The worst setup path is of the primary input to output port kind.
- The critical path maximum fanout is 2.
- The required time at the worst endpoint is listed as 1.04 ns.
- Critical Path Source Type :: primary input
[worst max path at each step]
stage,start,end,slack (ns),cells after the start
finish,i_inst[4],o_execute_pc_sel,0.01,5
global route,i_inst[4],o_execute_pc_sel,-0.05,5
CTS,i_inst[4],o_execute_pc_sel,-0.15,6
[worst max-delay path, stage by stage]
cell,delay [ns]
sky130_fd_sc_hd__buf_8,0.10
sky130_fd_sc_hd__nor4bb_4,0.26
sky130_fd_sc_hd__nand4b_1,0.16
sky130_fd_sc_hd__o21ai_1,0.15
sky130_fd_sc_hd__clkbuf_2,0.10
[Yosys cell counts, types with 16 or more instances]
library cell / instances
sky130_fd_sc_hd__ha_1: 96
sky130_fd_sc_hd__o211ai_1: 22
sky130_fd_sc_hd__or3_1: 18
sky130_fd_sc_hd__buf_4: 148
sky130_fd_sc_hd__o221ai_1: 19
sky130_fd_sc_hd__a31oi_1: 31
sky130_fd_sc_hd__nand2_1: 149
sky130_fd_sc_hd__a22oi_1: 22
sky130_fd_sc_hd__nor3_1: 39
sky130_fd_sc_hd__mux2_2: 44
sky130_fd_sc_hd__a21oi_1: 180
sky130_fd_sc_hd__xnor2_1: 25
sky130_fd_sc_hd__buf_2: 33
sky130_fd_sc_hd__inv_1: 95
sky130_fd_sc_hd__nor4_1: 16
sky130_fd_sc_hd__mux2i_1: 70
sky130_fd_sc_hd__o21ai_0: 121
sky130_fd_sc_hd__nand2b_1: 16
sky130_fd_sc_hd__dlxtn_1: 32
sky130_fd_sc_hd__clkbuf_1: 90
sky130_fd_sc_hd__a221oi_1: 19
sky130_fd_sc_hd__o21bai_1: 17
sky130_fd_sc_hd__o21ai_1: 16
sky130_fd_sc_hd__o22ai_1: 31
sky130_fd_sc_hd__a21o_1: 21
sky130_fd_sc_hd__nand3_1: 51
sky130_fd_sc_hd__nor2_1: 179
sky130_fd_sc_hd__a211oi_1: 71
[layer usage]
metal,share of wire,vias to the layer above,GRT usage
met5,0.00018,-,0
met2,0.42,978,0.513
met3,0.10,163,0.0788
li1,-,7259,-
met1,0.43,7780,0.498
met4,0.047,2,0.134
[cells by family after synthesis]
logic type               after synthesis  share of synthesized area
multiplexers                         114                     0.0930
AND-OR/OR-AND                        730                      0.382
XOR/XNOR                              32                     0.0218
adder cells (fa/ha/maj)               98                     0.0965
buffers and inverters                388                      0.161
latches                               32                     0.0374
AND/OR/NAND/NOR                      558                      0.209
[through the flow]
step | util | worst slack [ns]
finish | 0.358 | 0.00964
global route | 0.358 | -0.0531
CTS | 0.357 | -0.151
detailed placement | 0.359 | -0.845
global placement | 0.359 | -0.885
floorplan | - | 0.301
[cells in the final DEF (no fill, tap or decap), drive strengths merged, types with 44 or more instances in the layout]
cell type        n
dlygate4sd2     65
ha              96
nand2          151
a21oi          181
inv            100
a211oi          71
nor2           184
mux2            44
buf            109
mux2i           70
clkdlybuf4s50  168
nand3           52
o21ai          137
[where the power goes]
part | total, mW | switching [mW] | leakage, nW | internal (mW)
sequential | 0.186 | 0.0180 | 0.256 | 0.168
clock | 0.0000000226 | 0 | 0.00000349 | 0.0000000226
combinational | 9.58 | 6.29 | 5.96 | 3.29
total | 9.77 | 6.31 | 6.22 | 3.46
[final cells by class]
cell class,instances,share of cell area
repair buffers,352,0.210
multi-input cells,1532,0.688
well taps,539,0.0448
inverters,100,0.0249
diodes,1,0.000166
flip-flops and latches,32,0.0319
[what timing repair did]
| item | 4_1_cts | 5_1_grt |
|---|---|---|
| setup endpoints to repair | 75 | 7 |
| gates resized | 93 | 15 |
| pin swaps | 4 | 4 |
Power is estimated from default activity; no workload was simulated.
